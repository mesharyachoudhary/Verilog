`design/flow/run.sh`:
```
#!/bin/bash
# OpenROAD 26Q1-2900-gdf79404cd8, Yosys 0.63+post, stock flow scripts
make -C /OpenROAD-flow-scripts/flow DESIGN_CONFIG=/design/flow/config.mk WORK_HOME=/design/flow/orfs finish
```
`design/flow/constraint.sdc`:
```
current_design CarryLookAheadAdder

set clk_period 3.2
set clk_io_pct 0.2

create_clock -name clk0 -period $clk_period

set non_clock_inputs [all_inputs -no_clocks]
set_input_delay [expr $clk_period * $clk_io_pct] -clock clk0 $non_clock_inputs
set_output_delay [expr $clk_period * $clk_io_pct] -clock clk0 [all_outputs]
```
`design/flow/config.mk`:
```
export PLATFORM = sky130hd
export DESIGN_NAME = CarryLookAheadAdder
export DESIGN_NICKNAME = CarryLookAheadAdder
export VERILOG_FILES = /design/flow/design.v
export SDC_FILE = /design/flow/constraint.sdc
export NUM_CORES = 4
export LEC_CHECK = 1
export CORE_AREA = 10 10 70 70
export DIE_AREA = 0 0 80 80
```
`design/flow/design.v`:
```
module halfadder(S, C, x, y);
 input x, y;
 output S,C;
 xor a(S, x, y);
 and b(C, x, y);
endmodule
module CarryLookAheadGenerator(C1,C2,C3,C4,P,G,C0);
 input [3:0] P,G;
 input C0;
 output C1,C2,C3,C4;
 assign C1=(P[0]&C0)|G[0];
 assign C2=G[1]|(P[1]&G[0])|(P[1]&P[0]&C0);
 assign C3=G[2]|(P[2]&G[1])|(P[2]&P[1]&G[0])|(P[2]&P[1]&P[0]&C0);
 assign C4=G[3]|(P[3]&G[2])|(P[3]&P[2]&G[1])|(P[3]&P[2]&P[1]&G[0])|(P[3]&P[2]&P[1]&P[0]&C0);
endmodule
module CarryLookAheadAdder(V,S,A,B,M);
 input [3:0] A,B;
 input M;
 output [3:0] S;
 output V;
 wire C1,C2,C3,C4;
 wire [3:0] P,G;
 halfadder HA0(P[0],G[0],A[0],B[0]^M);
 halfadder HA1(P[1],G[1],A[1],B[1]^M);
 halfadder HA2(P[2],G[2],A[2],B[2]^M);
 halfadder HA3(P[3],G[3],A[3],B[3]^M);
 CarryLookAheadGenerator CLAG(C1,C2,C3,C4,P,G,M);
 assign S[0]=P[0]^M;
 assign S[1]=P[1]^C1;
 assign S[2]=P[2]^C2;
 assign S[3]=P[3]^C3;
 assign V=C4^C3;
endmodule
```
==> impl_metrics.yaml <==
# flow metrics
yosys:
  synth_area_um2: 209.0
  syn_avg_cell_area_um2: 10.45
  ys_area_um2: 209.0
  synth_cells: 20
  xor_share_pct: 33.53
  ys_top_logic_family: "XOR/XNOR gates"
  yosysTopAreaCell: "ha_1"
  topCellsByArea: "ha_1 24%, xor2_1 21%, xnor2_1 13%"
  synth-adder-area-share_pct: 23.95
  ys_cells: 20
  top_cell_area_share_pct: 23.95
  synth_seq_share_pct: 0
  synthDistinctLibCells: 11
  ys_warn_count: 0
  ys_sh_mux_pct: 11.98
  ys_sh_simple_pct: 1.796
  aoi_share_pct: 23.35
final_timing:
  rsz0062_at_grt: "no"
  timing.fmax_ghz: 0.3173
  slew_headroom_pct: 86.69
  finalSetupViolCount: 0
  hold_viol_final: 0
  period_minus_slack_ns: 3.152
  layout_worst_path_cycle_share_pct: 98.49
  slew_viol_final: 0
  tightest_slew_ns: 0.1941
critical_path:
  worstSetupStartpointType: "input pin"
  cpLargestDelayFamily: "buffers and inverters"
  crit_path_start: "A[0]"
  path_max_fanout: 2
  max_stage_delay_ns: 0.43
  crit_type: "in2out"
  critPathArrivalTime_ns: 2.51
  path_buffers: 2
  path_common_cell: "clkdlybuf4s50_1"
  cp_slowest_cell: "clkdlybuf4s50_1"
  cp.required_ns: 2.56
  worstPathCellList: "clkdlybuf4s50_1, ha_1, a21o_4, a31oi_4, mux2_4, clkdlybuf4s50_1"
  crit_path_end_kind: "primary output"
job:
  warnings: 32
  cap_violations: 0
global_routing:
  grt_pass1_wl_um: 952
  grt_max_degree: 5
  antenna_found_initial: 0
  grt_overflow: 0
  grt_pass1_vias: 211
  grt_usage_pct: 1.801
cells_and_area:
  lay_top_count: "clkdlybuf4s50_1"
  num-fill-cells: 396
  flop_area_um2: 0
  area_growth_pct: 120.4
  nClkBuffers: 0
  drive_gt1_share_pct: 31.71
  logic_area_um2: 200.2
  ff_count: 0
  final_cells: 87
  layout_top_cells: "11 x clkdlybuf4s50_1, 7 x buf_4, 5 x xor2_1"
power_and_ir_drop:
  fin_total_pwr_w: 0.0001072
  power_density_nw_per_um2: 232.8
  ir_worst_vdd_mv: 0.08373
  cellLeakagePower_nw: 0.1909
floorplanning:
  dieArea_um2: 6400
  fp_util_pct: 6.117
  pin_count: 14
  die_x_um: 80
  std_cell_rows: 21
  core_area_um2: 3416
  die_h_um: 80
min_path:
  holdCritStartpoint: "M"
  hold_path.class: "in2out"
status:
  outcome: "finished, final reports clean"
placement:
  dp_hpwl_um: 563.6
  dp_cells: 86
  io_buffers: 14
  place.gp.congestion: 0.7216
route:
  ant_nets: 0
  avgRoutedWirePerCell_um: 7.540
  vias: 204
  drc: 0
  drt_wl_total_um: 656
  drt_pass1_iterations: 1
  viasPerCell: 2.345
  drtIter0Drc: 0
  antenna_cells: 0
==> routing by layer <==
metal  up-vias  part of all wire, %  track usage [%]
met3         0                   15           0.5682
met1        79                   57            2.835
met5         -                    0                0
met2        13                   29            2.408
li1        112                    -                -
met4         0                    0                0
==> worst paths after layout <==
kind | endpoint | slack [ns] | cells past startpoint
setup / recovery | V | 0.05 | 6
hold / removal | S[0] | 2.07 | 4
==> power breakdown <==
group          internal [W]  total, W  leakage, nW  switching (W)
combinational     0.0000744  0.000107        0.191      0.0000328
clock                     0         0            0              0
sequential                0         0            0              0
total             0.0000744  0.000107        0.191      0.0000328
==> layout make-up <==
class,count,area share [%]
multi-input combinational,19,43.48
timing repair buffer,22,44.02
tap,46,12.50
==> cell usage after synthesis <==
cell and n:
a21o_1 1, a21o_4 1, a21oi_1 1, a31oi_4 1, buf_6 1, ha_1 4, mux2_4 1, mux2i_1 1
nor2_1 1, xnor2_1 3, xor2_1 5
==> metrics by stage <==
stage / instance area [µm²] / utilization (%) / hold slack [ns] / setup WS, ns / setup TNS, ns
3_5_place_dp: 447.9 / 13.11 / 2.378 / -0.2553 / -0.5492
5_1_grt: 460.4 / 13.48 / 2.110 / 0.008077 / 0
4_1_cts: 457.9 / 13.41 / 2.086 / 0.02997 / 0
3_3_place_gp: 447.9 / 13.11 / 2.377 / -0.2406 / -0.4702
2_1_floorplan: 209.0 / - / 1.422 / 0.6281 / 0
6_report: 460.4 / 13.48 / 2.069 / 0.04824 / 0
==> cell families (layout without fill, tap and decap cells) <==
| family | Yosys count | count (layout) |
|---|---|---|
| buffers and inverters | 1 | 22 |
| multiplexers | 2 | 2 |
| adder cells (fa/ha/maj) | 4 | 4 |
| AND-OR/OR-AND | 4 | 4 |
| AND/OR/NAND/NOR | 1 | 1 |
| XOR/XNOR | 8 | 8 |
==> what timing repair did <==
action / in CTS / in global routing
pin swaps: 6 / 3
endpoints found under the setup margin: 4 / 1
setup buffers: 1 / 0
gates resized: 6 / 1
hold buffers: 0 / 0
Power and IR drop assume default switching activity.
