==> ./design.v <==
module Comparator(greaterthan, equalto, lessthan, X, Y);
  input wire [31:0] X,Y;
  output wire greaterthan, equalto, lessthan;
  assign greaterthan = (X>Y);
  assign equalto = (X==Y);
  assign lessthan = (X<Y);
endmodule
module Clock(out);
    output reg out;
    initial out=0;
    always #5 out=~out;
endmodule
module Counter(out, count, clr, clk);
    input count, clr, clk;
    output reg [31:0] out;
    initial out = 0;
    always @ (posedge clk)
    begin
        if(clr) out <= 0;
        else if(count) out <= out + 1;
    end
endmodule
module FullAdder(sum,X,Y);
  input wire [63:0] X,Y;
  output wire [63:0] sum;
  assign sum = X + Y;
endmodule
module Datapath(X,Y,countY, clearY, loadX, clearX, clk);
  input wire countY, clearY, loadX, clearX, clk;
  output wire [31:0] Y;
  output reg [63:0] X;
  wire [63:0] sum;
  wire [31:0] ground;
  assign ground = 0;
  FullAdder FA(sum,X,{ground,Y});
  Counter Ctr(Y,countY,clearY,clk);
    always @ (posedge clk)
    begin
      if(clearX) X <= 0;
      else if(loadX) X <= sum;
    end
endmodule
module Controller(countY, clearY, loadX, clearX, done, Y, Nn, Gg, clk);
    output wire countY, clearY, loadX, clearX, done;
  input wire [31:0] Y, Nn;
    input wire Gg, clk;
    wire Z, state0, state1, state2;
    reg [1:0] state;
    parameter S0 = 2'b00,
            S1 = 2'b01,
            S2 = 2'b10;
    wire temp1,temp2;
  Comparator cpr(Z,temp1,temp2,Y,Nn);
    assign state1 = (state == S1);
    assign state2 = (state == S2);  
    assign state0 = (state == S0);
    assign clearY = state0;  
    assign countY = state2;
    assign loadX = state1 && ((Y[1] || Y[2]) && ~ Y[0]);
    assign clearX = state0;
    assign done = Z;
    initial state=S0;
    always @ (posedge clk)
    begin
        case(state)
            S2: if (Z) state <= S0;
            else state <= S1;
            S1: state<= S2;
            S0: if (Gg) state <= S1;
            else state<= S0;
            default: state <=S0;
        endcase
    end
endmodule
module ASM(sum,done,Nn,Gg,clk);
  input wire [31:0] Nn;
  input wire Gg, clk;
  wire countY, clearY, loadX, clearX;
  wire [31:0] Y;
  output wire [63:0] sum;
  output done;
  Datapath datapath(sum,Y,countY, clearY, loadX, clearX, clk);
  Controller controller(countY, clearY, loadX, clearX, done, Y, Nn, Gg, clk);
endmodule
==> ./run.sh <==
#!/bin/bash
# OpenROAD 26Q1-2900-gdf79404cd8, Yosys 0.63+post, stock flow scripts
make -C /OpenROAD-flow-scripts/flow DESIGN_CONFIG=/design/flow/config.mk WORK_HOME=/design/flow/orfs finish
==> ./config.mk <==
export PLATFORM = sky130hd
export DESIGN_NAME = ASM
export DESIGN_NICKNAME = ASM
export VERILOG_FILES = /design/flow/design.v
export SDC_FILE = /design/flow/constraint.sdc
export NUM_CORES = 4
export LEC_CHECK = 1
export CORE_UTILIZATION = 40
==> ./constraint.sdc <==
current_design ASM

set clk_period 11.9
set clk_io_pct 0.2

create_clock -name clk0 -period $clk_period [get_ports {clk}]

set non_clock_inputs [all_inputs -no_clocks]
set_input_delay [expr $clk_period * $clk_io_pct] -clock clk0 $non_clock_inputs
set_output_delay [expr $clk_period * $clk_io_pct] -clock clk0 [all_outputs]
==> reports/metrics.cfg <==
[outcome]
run_status = complete, no violations

[logic_synthesis]
yosysUniqueCellTypes = 65
topCellsByArea = dfxtp_1 (29%), ha_1 (12%), a21oi_1 (6.1%), nand2_1 (5.7%), xnor2_1 (4.9%)
yosys-stat-area_um2 = 6740
synth-edff-count = 0
ys_ff = 98
syn_area_per_cell_um2 = 7.89
yosysMostFrequentCell = nand2_1
synth_top_flop_cell = dfxtp_1
netlist_instances = 855
ys_cells = 855
ys_warn_count = 3
yosysTopAreaCell = dfxtp_1
async_flop_share_pct = 0
syn-cell-area_um2 = 6740
ys_top_cells_by_count = nand2_1 (102), dfxtp_1 (98), nor2_1 (87), a21oi_1 (82), ha_1 (65)
yosysSeqAreaShare_pct = 29.1
yosysTopAreaCellShare_pct = 29.1

[power]
finalPower_uw = 837
irDropWorstVdd_uv = 91.1
leakage_uw = 0.00325
p_per_area_nw_per_um2 = 102

[worst_setup_path]
path_max_fanout = 2
arrival_ns = 4.82
worstPathRequired_ns = 9.52
critPathLaunchType = primary input
r2r_cells = 11
worstSetupEndpointType = output pin
crit_type = in -> out

[floorplanning]
core_um2 = 16500
die_y_um = 132
pin_count = 99
die_w_um = 132
rows = 47
die-area_um2 = 17400
initCoreUtil_pct = 40.8

[detailed_routing]
n_antenna_cell = 0
first_pass_iters = 7
drt-initial-drc-count = 252
ant_nets = 0
vias_per_cell = 5.29
wl_per_cell_um = 14.6
via_count = 6163
drc = 0
routed_wl_um = 17000

[placement]
post-dp-hpwl_um = 12900
io_buffers = 98
routabilityCongestion = 0.886

[clock_tree]
postCtsHoldBufs = 0
clockBufferDepth = 2
clk_latency_ns = 0.36
clockRootBuffer = clkbuf_16
cts-buffers-inserted = 9
cts_tree = done
cts_setup_buffers = 0
htreeDepth = 3
cts_sinks = 98
path_clk_slew_ns = 0.06
ctsResizeCount = 0

[timing]
rsz0062_at_grt = false
period_minus_slack_ns = 7.20
setup_viol = 0
worst_pin_slew_ns = 0.971
final_hold_viol_count = 0
finalMaxSlewViolations = 0
finClkSkew_ns = 0.0129
max_freq_mhz = 139
slew_headroom_pct = 34.7
hold_ws_ns = 0.478
setup_tns_ns = 0
finalCritPeriodShare_pct = 60.5

[global_route]
grt_pass1_wl_um = 28200
overflow = 0
grt_max_degree = 63
grt_pass1_vias = 5656
antenna_found_initial = 0
grt_usage_pct = 20.1

[worst_hold_path]
hold_depth = 2
hold_path.class = reg -> reg

[layout]
final_layout_size_suffix_gt1_share_pct = 4.66
utilization_pct = 49.4
area_growth_pct = 21.2

[run]
drv_cap = 0
warnings = 25

sequential cells by signal (all words and copies together) (netlist names):
signal	flops
datapath.X	64
datapath.Ctr.out	32
controller.state	2
kinds of logic (layout without fill, tap and decap cells):
logic type / count (synthesis) / in the layout / share of synthesized area (%)
AND-OR/OR-AND: 200 / 200 / 18.7
multiplexers: 7 / 7 / 1.06
flip-flops: 98 / 98 / 29.1
buffers and inverters: 70 / 160 / 4.81
XOR/XNOR: 68 / 68 / 8.83
adder cells (fa/ha/maj): 66 / 66 / 12.4
AND/OR/NAND/NOR: 346 / 346 / 25.1
cell usage in the layout, fill, tap and decap left out, types with 6 or more instances in the layout:
cell,count
o21a_1,9
clkbuf_16,9
nand2_1,102
xnor2_1,38
or3_1,8
nor2_1,87
nor3_1,14
ha_1,65
and3_1,14
inv_1,41
xor2_1,30
mux2i_1,6
clkdlybuf4s50_1,98
a21oi_1,82
o31ai_1,8
nand3_1,37
a211oi_1,10
nand4_1,32
o21ai_0,41
o211ai_1,7
and2_1,6
a21o_1,19
nor2b_1,6
dfxtp_1,98
o21ai_1,6
through the flow:
stage / setup slack [ns] / instance area [um2] / std cells
finish: 4.70 / 8170 / 1165
global route: 4.58 / 8170 / 1165
CTS: 4.65 / 8170 / 1165
detailed placement: 4.66 / 7880 / 1149
global placement: 4.64 / 7880 / 1149
floorplan: 5.85 / 6740 / 855
path summary, 6_finish.rpt:
kind                                           from              to  slack (ns)
worst max-delay path                         Nn[17]            done        4.70
worst min-delay path                 datapath.X[16]  datapath.X[16]        0.48
worst max register to register  datapath.Ctr.out[0]  datapath.X[54]        8.73
worst min register to register       datapath.X[16]  datapath.X[16]        0.48
critical path: stages:
cell and delay (ns):
clkdlybuf4s50_1 0.45, inv_1 0.04, ha_1 0.30, a21o_1 0.16
a21o_1 0.18, a21oi_1 0.17, o21ai_0 0.13, a21oi_1 0.31
and4_1 0.23, a31oi_1 0.05, clkdlybuf4s50_1 0.43
power by group:
part	switching [uW]	total, uW	internal [uW]
sequential	24.2	366	342
clock	133	297	164
combinational	113	173	60.8
total	270	837	567
cell type report:
| class | count | area (um2) |
|---|---|---|
| clock buffers | 11 | 233 |
| repair buffers | 103 | 1020 |
| flip-flops and latches | 98 | 1960 |
| fillers | 1610 | 8350 |
| inverters | 41 | 154 |
| multi-input cells | 687 | 4470 |
| well taps | 220 | 275 |
| clock inverters | 5 | 60.1 |
layer usage:
layer,up-vias,share of wire (%),track usage [%]
li1,3222,-,-
met4,0,1.2,2.52
met2,124,47,32.9
met1,2807,48,29.9
met5,-,0,0
met3,10,3.3,2.12
Power figures rest on the tool's default switching activity, not on a simulated workload.
